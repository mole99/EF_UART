### flow/design.v
`timescale			1ns/1ps
`default_nettype		none
module EF_UART #(parameter  MDW = 9,         
                                FAW = 4,         
                                SC = 8,          
                                GFLEN = 8        
) (
    input   wire            clk,
    input   wire            rst_n,
    input   wire [15:0]     prescaler,
    input   wire            en,
    input   wire            tx_en,
    input   wire            rx_en,
    input   wire            rd,
    input   wire            wr,
    input   wire [MDW-1:0]  wdata,
    input   wire [3:0]      data_size,           
    input   wire            stop_bits_count,     
    input   wire [2:0]      parity_type,         
    input   wire [3:0]      txfifotr,
    input   wire [3:0]      rxfifotr,
    input   wire [MDW-1:0]  match_data,
    input   wire [5:0]      timeout_bits,
    input   wire            loopback_en,
    input   wire            glitch_filter_en,
    input   wire            tx_fifo_flush,
    input   wire            rx_fifo_flush,
    output  wire            tx_empty,
    output  wire            tx_full,
    output  wire [FAW-1:0]  tx_level,
    output  wire            tx_level_below,
    output  wire [MDW-1:0]  rdata,
    output  wire            rx_empty,
    output  wire            rx_full,
    output  wire [FAW-1:0]  rx_level,
    output  wire            rx_level_above,
    output  wire            break_flag,
    output  wire            match_flag,
    output  wire            frame_error_flag,
    output  wire            parity_error_flag,
    output  wire            overrun_flag,
    output  wire            timeout_flag,
    input   wire            rx,
    output  wire            tx
);
    (* keep *) wire        tx_done;
    (* keep *) wire        rx_done;
    wire        b_tick;
    wire [MDW-1:0]  tx_data;
    wire [MDW-1:0]  rx_data;
    parameter FIFO_DW = MDW;
    wire        rx_synched;
    wire        rx_filtered;
    wire        rx_in;
    ef_util_sync rx_sync (
        .clk(clk),
        .in(rx),
        .out(rx_synched)
    );
    ef_util_glitch_filter #(.N(GFLEN)) rx_glitch_filter (
        .clk(clk),
        .rst_n(rst_n),
        .en(glitch_filter_en),
        .in(rx_synched),
        .out(rx_filtered)
    );
    assign rx_in =  loopback_en         ? tx            : 
                    glitch_filter_en    ? rx_filtered   : 
                    rx_synched;
    BAUDGEN buad_gen (
        .clk(clk),
        .rst_n(rst_n),
        .prescale(prescaler),
        .en(en),
        .baudtick(b_tick)
    );
    ef_util_fifo #(.DW(FIFO_DW), .AW(FAW)) fifo_tx (
        .clk(clk),
        .rst_n(rst_n),
        .rd(tx_done),
        .wr(wr),
        .wdata(wdata),
        .empty(tx_empty),
        .full(tx_full),
        .rdata(tx_data),
        .level(tx_level),
        .flush(tx_fifo_flush)
    );
    UART_TX #(.MDW(MDW), .NUM_SAMPLES(SC)) uart_tx (
        .clk(clk),
        .resetn(rst_n),
        .tx_start(~tx_empty),
        .b_tick(b_tick & tx_en),
        .data_size(data_size),
        .parity_type(parity_type),
        .stop_bits_count(stop_bits_count),
        .d_in(tx_data),
        .tx_done(tx_done),
        .tx(tx)
    );
    ef_util_fifo #(.DW(FIFO_DW), .AW(FAW)) fifo_rx (
        .clk(clk),
        .rst_n(rst_n),
        .rd(rd),
        .wr(rx_done),
        .wdata(rx_data),
        .empty(rx_empty),
        .full(rx_full),
        .rdata(rdata),
        .level(rx_level),
        .flush(rx_fifo_flush)
    );
    UART_RX #(.MDW(MDW), .NUM_SAMPLES(SC)) uart_rx (
        .clk(clk),
        .resetn(rst_n),
        .b_tick(b_tick & rx_en),
        .data_size(data_size),
        .parity_type(parity_type),
        .stop_bits_count(stop_bits_count),
        .match_data(match_data),
        .rx(rx_in),
        .break_flag(break_flag),
        .match_flag(match_flag),
        .parity_error(parity_error_flag),
        .frame_error(frame_error_flag),
        .rx_done(rx_done),
        .dout(rx_data)
    );
    reg [5:0]   bits_count;
    reg [4:0]   samples_count;
    always @ (posedge clk, negedge rst_n) begin
        if(!rst_n) begin
            bits_count <= 0;
            samples_count <= 0;
        end
        else if(b_tick)
            if(rx_done) bits_count <= 0;
            else if(samples_count == (SC - 1)) begin
                samples_count <= 0;
                if(timeout_flag)
                    bits_count <= 0;
                else
                    bits_count <= bits_count + 1;
            end else
                samples_count <= samples_count + 1'b1;
    end
    assign tx_level_below = (tx_level < txfifotr) & ~tx_full;
    assign rx_level_above = (rx_level > rxfifotr) | rx_full;
    assign overrun_flag = rx_full & rx_done;
    assign timeout_flag = (bits_count == timeout_bits);
endmodule
module BAUDGEN
(
    input   wire        clk,
    input   wire        rst_n,
    input   wire [15:0] prescale, 
    input   wire        en,
    output  wire        baudtick
);
    reg [15:0]  count_reg;
    wire [15:0] count_next;
    always @ (posedge clk, negedge rst_n) begin
        if(!rst_n)
            count_reg <= 0;
        else if(en)
            count_reg <= count_next;
    end
    assign count_next = ((count_reg == prescale) ? 0 : count_reg + 1'b1);
    assign baudtick = ((count_reg == prescale) ? 1'b1 : 1'b0);
endmodule
module UART_RX #(parameter NUM_SAMPLES = 16, MDW = 8)(
    input   wire            clk,
    input   wire            resetn,
    input   wire            b_tick,              
    input   wire [3:0]      data_size,           
    input   wire            stop_bits_count,     
    input   wire [2:0]      parity_type,         
    input   wire            rx,                  
    input   wire [MDW-1:0]  match_data,
    output  reg             rx_done,             
    output  wire            parity_error,        
    output  wire            frame_error,         
    output  wire            break_flag,          
    output  wire            match_flag,
    output  wire [MDW-1:0]  dout                 
);
    localparam [2:0] idle_st    = 3'b000;
    localparam [2:0] start_st   = 3'b001;
    localparam [2:0] data_st    = 3'b010;
    localparam [2:0] parity_st  = 3'b011;
    localparam [2:0] stop0_st   = 3'b100;
    localparam [2:0] stop1_st   = 3'b101;
    reg [2:0]   current_state;
    reg [2:0]   next_state;
    reg [3:0]   b_reg;             
    reg [3:0]   b_next;
    reg [3:0]   count_reg;         
    reg [3:0]   count_next;
    reg [8:0]   data_reg;          
    reg [8:0]   data_next;
    reg         p_error_reg;
    reg         p_error_next;
    reg         f_error_reg;
    reg         f_error_next;
    always @ (posedge clk, negedge resetn) begin
        if(!resetn) begin
            current_state <= idle_st;
            b_reg <= 0;
            count_reg <= 0;
            data_reg <= 0;
            p_error_reg <= 0;
            f_error_reg <= 0;
        end else begin
            current_state <= next_state;
            b_reg <= b_next;
            count_reg <= count_next;
            data_reg <= data_next;
            if(current_state == idle_st) 
                p_error_reg <= 0;
            else 
                if(p_error_next) 
                    p_error_reg <= p_error_next;
            if(current_state == idle_st) 
                    f_error_reg <= 0;
                else 
                    if(f_error_next) 
                        f_error_reg <= f_error_next;
        end
    end
    always @* begin
        next_state = current_state;
        b_next = b_reg;
        count_next = count_reg;
        data_next = data_reg;
        rx_done = 1'b0;
        p_error_next = 1'b0;
        f_error_next = 1'b0;
        case(current_state)
            idle_st:
                if(~rx & b_tick)
                begin
                    next_state = start_st;
                    b_next = 0;
                end
            start_st:
                if(b_tick)
                    if(b_reg == (NUM_SAMPLES/2 - 1)) begin
                        next_state = data_st;
                        b_next = 0;
                        count_next = 0;
                    end else
                        b_next = b_reg + 1'b1;
            data_st:
                if(b_tick)
                    if(b_reg == (NUM_SAMPLES - 1)) begin
                        b_next = 0;
                        data_next = {rx, data_reg [(MDW-1):1]};
                        if(count_next == (data_size - 1)) 
                            if(parity_type == 3'b000)         
                                next_state = stop0_st;
                            else
                                next_state = parity_st;
                        else
                            count_next = count_reg + 1'b1;
                    end else
                        b_next = b_reg + 1;
            parity_st:
                if(b_tick)
                    if(b_reg == (NUM_SAMPLES - 1)) begin
                        b_next = 0;
                        next_state = stop0_st;
                        case (parity_type)
                            3'b001 :  
                                if(~^dout != rx) p_error_next = 1;
                            3'b010 :  
                                if(^dout != rx) p_error_next = 1;
                            3'b100 :  
                                if(1'b0 != rx) p_error_next = 1;
                            3'b101 :  
                                if(1'b1 != rx) p_error_next = 1;
                        endcase
                    end else
                        b_next = b_reg + 1;  
            stop0_st:
                if(b_tick)
                    if(b_reg == (NUM_SAMPLES - 1)) begin 
                        b_next = 0;
                        if(!rx) f_error_next = 1;
                        if(stop_bits_count)          
                            next_state = stop1_st;
                        else begin                   
                            next_state = idle_st;
                            rx_done = 1'b1;
                        end
                    end else
                        b_next = b_reg + 1;
            stop1_st:
                if(b_tick)
                    if(b_reg == (NUM_SAMPLES - 1)) begin  
                        b_next = 0;
                        next_state = idle_st;
                        rx_done = 1'b1;
                        if(!rx) f_error_next = 1;
                    end else
                        b_next = b_reg + 1;
        endcase
    end
    reg [11:0] brk;
    always @ (posedge clk, negedge resetn) begin
        if(!resetn) 
            brk <= 12'hFFF;
        else if(b_tick)
            if(b_reg == (NUM_SAMPLES - 1)) begin
                if(current_state == idle_st)
                    brk <= 12'hFFF;
                else
                    brk <= {brk[10:0], rx};
            end
    end
    assign      dout            =   data_reg >> (9-data_size);
    assign      parity_error    =   p_error_reg & rx_done;
    assign      frame_error     =   f_error_reg & rx_done;
    assign      break_flag      =   (brk == 0);
    assign      match_flag      =   (match_data == dout) & rx_done;
endmodule
module UART_TX #(parameter NUM_SAMPLES = 16, MDW = 8)(
    input   wire                clk,
    input   wire                resetn,
    input   wire                tx_start,        
    input   wire                b_tick,              
    input   wire [3:0]          data_size,           
    input   wire                stop_bits_count,     
    input   wire [2:0]          parity_type,         
    input   wire [MDW-1:0]      d_in,                
    output  reg                 tx_done,             
    output  wire                tx                   
);
    localparam [2:0] idle_st    = 3'b000;
    localparam [2:0] start_st   = 3'b001;
    localparam [2:0] data_st    = 3'b010;
    localparam [2:0] parity_st  = 3'b011;
    localparam [2:0] stop0_st   = 3'b100;
    localparam [2:0] stop1_st   = 3'b101;
    reg [2:0]   current_state;
    reg [2:0]   next_state;
    reg [3:0]   b_reg;           
    reg [3:0]   b_next;
    reg [3:0]   count_reg;       
    reg [3:0]   count_next;
    reg [8:0]   data_reg;        
    reg [8:0]   data_next;
    reg         tx_reg;          
    reg         tx_next;
    wire [MDW-1:0] pdata = (d_in) & ~({MDW{1'b1}} << data_size);
    always @(posedge clk, negedge resetn) begin
        if(!resetn) begin
            current_state   <= idle_st;
            b_reg           <= 0;
            count_reg       <= 0;
            data_reg        <= 0;
            tx_reg          <= 1'b1;
        end else begin
            current_state   <= next_state;
            b_reg           <= b_next;
            count_reg       <= count_next;
            data_reg        <= data_next;
            tx_reg          <= tx_next;
        end
    end
    always @* begin
        next_state  =   current_state;
        tx_done     =   1'b0;
        b_next      =   b_reg;
        count_next  =   count_reg;
        data_next   =   data_reg;
        tx_next     =   tx_reg;
        case(current_state)
            idle_st: begin
                tx_next = 1'b1;
                if(tx_start) begin
                    next_state = start_st;
                    b_next = 0;
                    data_next = d_in;
                end
            end
            start_st: begin  
                tx_next = 1'b0;
                if(b_tick)
                    if(b_reg == (NUM_SAMPLES)) begin
                        next_state = data_st;
                        b_next = 0;
                        count_next = 0;
                    end
                    else
                        b_next = b_reg + 1;
            end
            data_st: begin  
                tx_next = data_reg[0];
                if(b_tick)
                    if(b_reg == (NUM_SAMPLES - 1)) begin
                        b_next = 0;
                        data_next = data_reg >> 1;
                        if(count_next == (data_size - 1)) 
                            if(parity_type == 3'b000)         
                                next_state = stop0_st;
                            else
                                next_state = parity_st;
                        else
                            count_next = count_reg + 1;
                    end
                    else
                        b_next = b_reg + 1;
            end
            parity_st: begin
                tx_next = 1'b0;
                case (parity_type)
                    3'b001 :  
                        tx_next = ~^pdata;
                    3'b010 :  
                        tx_next = ^pdata;
                    3'b100 :  
                        tx_next = 0;
                    3'b101 :  
                        tx_next = 1;
                endcase
                if(b_tick)
                    if(b_reg == (NUM_SAMPLES - 1)) begin
                        b_next = 0;
                        next_state = stop0_st;
                    end else
                        b_next = b_reg + 1;
            end
            stop0_st: begin  
                tx_next = 1'b1;
                if(b_tick)
                    if(b_reg == (NUM_SAMPLES - 1)) begin
                        b_next = 0;
                        if(stop_bits_count)          
                                next_state = stop1_st;
                        else begin                   
                            next_state = idle_st;
                            tx_done = 1'b1;
                        end        
                    end
                    else
                        b_next = b_reg + 1;
            end
            stop1_st: begin
                tx_next = 1'b1;
                if(b_tick)
                    if(b_reg == (NUM_SAMPLES - 1)) begin  
                        b_next = 0;
                        next_state = idle_st;
                        tx_done = 1'b1;
                    end else
                        b_next = b_reg + 1;
            end
        endcase
    end
    assign tx = tx_reg;
endmodule
### flow/run.sh
#!/bin/bash
# OpenROAD 26Q1-2900-gdf79404cd8, Yosys 0.63+post, stock flow scripts
make -C /OpenROAD-flow-scripts/flow DESIGN_CONFIG=/design/flow/config.mk WORK_HOME=/design/flow/orfs finish
### flow/config.mk
export PLATFORM = sky130hd
export DESIGN_NAME = BAUDGEN
export DESIGN_NICKNAME = BAUDGEN
export VERILOG_FILES = /design/flow/design.v
export SDC_FILE = /design/flow/constraint.sdc
export NUM_CORES = 4
export LEC_CHECK = 1
export CORE_AREA = 10 10 82 82
export DIE_AREA = 0 0 92 92
### flow/constraint.sdc
current_design BAUDGEN

set clk_period 5.1
set clk_io_pct 0.2

create_clock -name clk0 -period $clk_period [get_ports {clk}]

set non_clock_inputs [all_inputs -no_clocks]
set_input_delay [expr $clk_period * $clk_io_pct] -clock clk0 $non_clock_inputs
set_output_delay [expr $clk_period * $clk_io_pct] -clock clk0 [all_outputs]
==> results.txt <==
Update from the flow run.

After floorplanning, the die was sized to cover ~8500 sq um. The detailed-routing wirelength on met1 is approximately 1400 microns. Setup total negative slack on the finished layout was measured at 0 ps. In the post-route report, total wirelength is listed as approximately 2600 microns.

The weighted congestion reported at the end of routability-driven placement is around 0.83. In the synthesized netlist the dominant register cell turns out to be dfrtp_1. Of the post-synthesis cell area, the dominant cell type holds 0.361. The synthesized design contains 0 enable-type register cells.

The largest vdd supply drop is 0.194 mV. The yosys warning tally is 1. The data arrival time reported for the critical path is between 2000 and 3000 ps. The minimum clock period is 3950 ps. The share of the yosys chip area belonging to registers is 0.361. The quantity of hold-fixing buffers added after cts is 0. In the final report, the number of hold violations comes to 0. The largest net degree at the start of global routing is 25. Wire segments on met2 add up to ~1000 microns in the final route. For the pin with the worst max-slew slack, the measured transition is 862 ps.

Nets still carrying antenna violations after routing amount to 0. The synthesis stats list as the most numerous cell xnor2_1. The number of global-route vias before repair came to 886. Signal nets in the final route climb as high as met4. The register with the most flip-flops in the layout has 16 of them. Setup repair after global routing left no endpoint under its margin. The worst setup path is captured at an output port. The starting density of the core is 0.218. The synthesis run shows the most used standard cells to be xnor2_1, dfrtp_1, nand2_1.

The final report gives the core utilization as 0.275. The synthesized area divided by synthesized cell count is 9.39 sq um. Per the Yosys statistics, synthesis produced 118 cells. The leakage power in the latest report is between 0.5 and 0.6 nW. The detailed placement HPWL is 1900 microns. The violation tally from detailed-route iteration zero is 75. The total of buffers placed on input and output ports is 19. The iteration count of the initial detailed-routing pass is 4. The type of the setup path with the least slack is in2out. The via density per instance is 4.44. The TritonCTS clock tree is done. The count of boundary I/O pins is 20. The total of cells resized after clock tree synthesis is 0. The H-tree depth is 1. Note that the worst hold path type here is reg2reg. The area after detailed placement is about 1400 sq um. The number of pins exceeding their max-slew limit in the final report is 0.

The kind of start point of the critical path is a primary input. The maximum buffer depth of the clock tree is 2. The number of antenna violations at the first check in global routing was 0. The chip area line in the Yosys stat output reads approximately 1100 sq um.

The core area is 5070 sq um. The tool warning count for the run is 25. The overall routing resource usage is 0.0629. The flow ran to the end, and the final reports show no timing, DRC or antenna violations. The area growth from synthesis to layout is 26.0%.

The number of clock buffers inserted by TritonCTS is 3. The clock input transition at the sequential cells of the worst setup and hold paths is 60 ps. The ratio of final minimum period to clock period is 0.774. The die is just over 90 microns wide. The post-synthesis instance area is between 1000 and 1500 sq um.

The highest achievable clock rate is 0.253 GHz. The routed wire length on met3 is 155 microns. The number of maximum-capacitance violations recorded for the run is 0.

The maximum clock skew at final layout is between 2 and 2.5 ps. The post-synthesis cell type count is 34. For this run, design rule violations remaining after detail routing come to 0. The total congestion overflow after global routing is 0. The report shows a maximum critical-path fanout of 17.

In the post-synthesis netlist, the biggest area contributors are dfrtp_1, xnor2_1, nand4_1. The cell type contributing the most total cell area after synthesis is dfrtp_1. The average detailed-routed wire length per instance is between 10 and 15 microns. The script computed a power per unit cell area of 254 nW/um^2. Row generation in the floorplan step produced 26 rows.

The completed layout was analyzed and its total power is about 0.00035 W. The later-pin clock latency in the skew report is ~250 ps. Looking at the post-CTS report, the setup buffer insertion count equals 0.

The antenna cell count is 0. Hold timing on the final database bottoms out at a slack of 591 ps. The floorplan die height is just over 90 microns. In this run, synthesis produced a sequential element count of 16. The sink count of the clock tree is 16. The first global-routing pass estimated 4400 microns of wire.

Once layout is done, the placed cells without fillers occupy 1400 sq um. The relative slew slack is 0.424. The synthesis report gives the async set-or-reset register share as 1.00. Synthesis handed over a netlist of around 120 instances. In this run the clock root is driven by a clkbuf_8. In the final layout, the share of cells above drive strength 1 is 0.0970. The routed layout has 905 vias. The required time of the critical path is 4080 ps. The end-of-flow timing check tallies setup violations at 0.
[worst paths after layout]
path                                                start                        end  slack [ps]  cells after the start
worst max-delay path                         prescale[15]                   baudtick        1150                      6
worst min-delay path             count_reg[1]$_DFFE_PN0P_   count_reg[1]$_DFFE_PN0P_         590                      1
worst max register to register  count_reg[10]$_DFFE_PN0P_  count_reg[13]$_DFFE_PN0P_        3390                      5
worst min register to register   count_reg[1]$_DFFE_PN0P_   count_reg[1]$_DFFE_PN0P_         590                      1
max in group asynchronous                           rst_n  count_reg[12]$_DFFE_PN0P_        3430                      1
min in group asynchronous                           rst_n   count_reg[6]$_DFFE_PN0P_        1210                      1
[power breakdown]
part / switching, W / internal [W]
clock network: 0.0000435 / 0.0000524
logic: 0.0000394 / 0.0000481
registers: 0.0000285 / 0.000142
total: 0.000111 / 0.000243
[metrics by stage]
step / std cells / setup slack, ps
final: 204 / 1150
after global routing: 204 / 1070
after CTS: 204 / 1140
after detailed placement: 201 / 1170
after global placement: 201 / 1140
after floorplan: 118 / 2160
[final cells by class]
class	count	area, sq um
fill	566	3680
multi-input combinational	91	654
sequential	16	400
timing repair buffer	20	198
tap	70	87.6
clock buffer	3	41.3
inverter	4	15.0
[critical path, stage by stage]
cell             delay (ps)
clkdlybuf4s50_1         420
xnor2_1                 250
nand4_1                 200
nor4_4                  280
buf_4                   260
clkdlybuf4s50_1         510
[cells by family after synthesis]
family | Yosys count | share of synthesized area
and+or+nand+nor | 42 | 0.235
AOI/OAI and AO/OA | 24 | 0.150
xor gates and xnor gates | 21 | 0.166
DFF | 16 | 0.361
buffers and inverters | 11 | 0.0485
muxes | 3 | 0.0282
adders and majority gates | 1 | 0.0113
[metal layers]
metal	vias up	track usage
met5	-	0
met4	0	0.00386
met3	2	0.0198
met2	24	0.0871
met1	422	0.0971
li1	457	-
[cells in the final DEF, fill, tap and decap left out, drive strengths merged, types with 2 or more instances in the layout]
cell type      count
xnor2             21
clkdlybuf4s50     19
dfrtp             16
nand2             11
a21oi              9
nand4              9
nor2               6
nand3              5
inv                4
nor4               4
clkbuf             3
nor3               3
o2bb2ai            3
o21ai              2
and3               2
a31o               2
a22oi              2
mux2i              2
a211oi             2
Power is estimated from default activity; no workload was simulated.
